**flow/run.sh**
```bash
#!/bin/bash
# OpenROAD 26Q1-2900-gdf79404cd8, Yosys 0.63+post, stock flow scripts
make -C /OpenROAD-flow-scripts/flow DESIGN_CONFIG=/design/flow/config.mk WORK_HOME=/design/flow/orfs finish
```
**flow/config.mk**
```make
export PLATFORM = sky130hd
export DESIGN_NAME = tx_top
export DESIGN_NICKNAME = tx_top
export VERILOG_FILES = /design/flow/design.v
export SDC_FILE = /design/flow/constraint.sdc
export NUM_CORES = 4
export LEC_CHECK = 1
export CORE_UTILIZATION = 30
```
**flow/design.v**
```verilog
module parity_generator(
    input                        load,
    input  [8 - 1 : 0] in,
    output reg                   out
);
   always @(*) 
   begin
       if (load) 
           out <= ^in;
       else
           out <= 1'b0;
   end
endmodule
module piso(
    input                            tx_clk,
    input                            load,
    input                            shift,
    input      [8 - 1 : 0] parallel_in,
    output reg                       serial_out
);
    reg [8 - 1 : 0] temp_data;
    integer i = 0; 
    always @(posedge tx_clk) begin
        if (load) 
            temp_data <= parallel_in;
        else if (shift) begin
            serial_out <= temp_data[i];
            i = i + 1;
        end
    end
endmodule
module tx_fsm(
    input  tx_clk,
    input  tx_start,
    output reg load_data,
    output reg shift,
    output reg [1:0] select
);
    reg [2:0] state, next_state;
    reg resetn;
    parameter IDLE = 3'b000, START_BIT = 3'b001, DATA_BIT = 3'b010, 
              PARITY_BIT = 3'b011, STOP_BIT = 3'b100;
    integer count = 1;
    always @(state, count, tx_start)
    begin
        case (state)
            IDLE: next_state = (!tx_start) ? START_BIT : IDLE;
            START_BIT: next_state = DATA_BIT;
            DATA_BIT: 
            begin
                next_state = (count != 8) ? DATA_BIT : PARITY_BIT; 
                count = count + 1;
            end
            PARITY_BIT: next_state = STOP_BIT;
            STOP_BIT: next_state = IDLE;
            default: next_state = IDLE;
        endcase
    end
    always @(posedge tx_clk) begin
        if (!resetn)
            state <= IDLE;
        else
            state <= next_state;
    end
    always @(state) 
    begin
        case (state)
            IDLE: 
            begin
                load_data = 1'b0;
                shift = 1'b0;
                select = 2'b11;
            end
            START_BIT: 
            begin
                load_data = 1'b1;
                shift = 1'b0;
                select = 2'b00;
            end
            DATA_BIT: 
            begin
                load_data = 1'b0;
                shift = 1'b1;
                select = 2'b01;
            end
            PARITY_BIT: 
            begin
                load_data = 1'b1;
                shift = 1'b0;
                select = 2'b10;
            end
            STOP_BIT:
            begin
                load_data = 1'b0;
                shift = 1'b0;
                select = 2'b11;
            end
        endcase
    end
endmodule
module tx_mux(
    input      [1:0] select,
    input      data_bit,
    input      parity_bit,
    output     tx_data 
);
    assign tx_data = (select[1] == 1'b0) ? ((select[0] == 1'b0 ? 0 : data_bit)) : ((select[0] == 1'b0 ? parity_bit : 1));
endmodule
module tx_top(
    input [8 - 1 : 0] DATA_IN,
    input                       TX_CLK,
    input                       TX_START,
    output                      TX_DATA
);
    wire load_data, shift, serial_out, parity_bit;
    wire [1:0] select;
    tx_fsm FSM(
        .tx_clk(TX_CLK), 
        .tx_start(TX_START),
        .load_data(load_data), 
        .shift(shift),
        .select(select)
    );
    piso PISO(
        .tx_clk(TX_CLK),
        .load(load_data),
        .shift(shift),
        .parallel_in(DATA_IN),
        .serial_out(serial_out)
    );
    parity_generator PARITY_GEN(
        .load(load_data),
        .in(DATA_IN),
        .out(parity_bit)
    );
    tx_mux MUX(
        .select(select),
        .data_bit(serial_out),
        .parity_bit(parity_bit),
        .tx_data(TX_DATA)
    );
endmodule
```
**flow/constraint.sdc**
```tcl
current_design tx_top

set clk_period 2.3
set clk_io_pct 0.2

create_clock -name clk0 -period $clk_period [get_ports {TX_CLK}]

set non_clock_inputs [all_inputs -no_clocks]
set_input_delay [expr $clk_period * $clk_io_pct] -clock clk0 $non_clock_inputs
set_output_delay [expr $clk_period * $clk_io_pct] -clock clk0 [all_outputs]
```
==> results.tsv <==
metric	value	unit
outcome	finished clean	
max_freq	0.530	GHz
clkTransAtPathRegs	0.06	ns
track_usage	10.4	%
hpwl	2260	um
synth-edff-count	14	
wl_met2	1400	um
avgSynthCellArea	10.9	um2
period_used_share	82.0	%
cpMostUsedCell	xnor2_1	
aoi_share	0.716	%
yosys_area	1920	um2
critPathMaxFanout	2	
tightest_slew	0.492	ns
dp_worst_setup_slack	-0.169	ns
numPortBuffers	10	
synth.mux.area_fraction	2.86	%
async_reset_ff_share	0	%
cpMaxStageDelayCell	dlygate4sd2_1	
yosys_warnings	36	
endpoint_kind	primary output	
drt-wirelength-per-cell	11.4	um
ys_cells	177	
die-area	6730	um2
worstSetupPathType	input pin to primary output	
max-vdd-ir-drop	252	uV
synth-simple-area-share	25.1	%
area_leaders	dlxtp_1 (25%), edfxtp_1 (22%), xnor2_1 (14%)	
io_pins	11	
netlist_instances	177	
dp.cells	263	
post-route-min-period	1.89	ns
dieWidth	82.0	um
antennaDiodeCount	0	
crit_chain	dlygate4sd2_1 > xnor2_2 > xnor2_1 > xnor2_1 > a31oi_1 > dlymetal6s2s_1	
route.vias.total	1286	
fa_ha_area_share	1.95	%
final_cells	267	
drive_above_1_share	11.5	%
slew_headroom	67.1	%
synth_top_area_share	25.0	%
drv_slew	0	
wl_met1	1590	um
highest_layer	met3	
hp-class	input pin to flip-flop	
antenna_found_initial	0	
drc	0	
grt_pass1_wl	5280	um
finClkSkew	0.00272	ns
fin_setup_tns	0	ns
htree_levels	1	
dieHeight	82.0	um
via_per_inst	4.82	
holdBufCountCts	0	
syn2layout_area_growth	13.3	%
root_buffer	clkbuf_8	
std_cell_rows	28	
top_area_cell	dlxtp_1	
place_congestion	0.783	
coreArea	6060	um2
rsz0062_at_grt	false	
unclocked_pins	32	
final-setup-viol-count	0	
p_total	0.653	mW
log.warning_count	26	
numCtsBuffers	3	
overflow	0	
xor_share	18.2	%
cts.path.max_buffers	2	
detail-route-antenna-nets	0	
hold_viol	0	
ys_types	31	
most_common_cell	dlxtp_1	
top_logic_kind	simple AND/OR/NAND/NOR gates	
p_leak	0.773	nW
grt_max_degree	33	
cp-start-kind	input pin	
crit_required	1.84	ns
grt_pass1_vias	1165	
worstSkewPairLatency	0.25	ns
untimed_endpoints	32	
setup_ws	0.415	ns
power_density	300	nW/um2
maxCapViolCount	0	
common_cells	dlxtp_1 (32), xnor2_1 (31), edfxtp_1 (14), nand3_1 (14), nand2_1 (11)	
max_stage_delay	0.27	ns
netlist_area	1920	um2
cts_tree	built	
drt_iter0_markers	129	
ff_type	dlxtp_1	
ys.flops	49	
finalWirelength	3040	um
initial_core_util	31.7	%
first_pass_iters	4	
dr_wl_met3	56	um
crit_arrival	1.43	ns
[flip-flops by register name (all words and copies together) (netlist names)]
register and count:
PISO.i 5, FSM.state 3, PISO.serial_out 1, PISO.temp_data 8, FSM.count 32
[layer usage]
layer / vias up / GRT usage, %
met2: 12 / 15.2
li1: 666 / -
met3: 0 / 1.47
met1: 608 / 17.7
met5: - / 0
met4: 0 / 0.351
[cell usage in the layout (no fill, tap or decap), types with 6 or more instances in the layout]
cell type | Yosys | layout
dlxtp_1 | 32 | 32
xnor2_1 | 31 | 29
edfxtp_1 | 14 | 14
nand3_1 | 14 | 14
nand2_1 | 11 | 11
xor2_1 | 9 | 9
nand4_1 | 8 | 8
nor4_1 | 8 | 8
dlygate4sd2_1 | 0 | 8
inv_1 | 6 | 6
[area by class of cell]
cell class	count	area (um2)
Clock buffer	3	41.3
Clock inverter	1	5.00
Fill cell	602	3880
Inverter	6	22.5
Multi-Input combinational cell	122	953
Sequential cell	49	961
Tap cell	75	93.8
Timing Repair Buffer	11	100
[logic make-up (layout without fill, tap and decap cells)]
kind of cell	Yosys count	count (layout)
AND-OR/OR-AND	2	2
buffers and inverters	6	21
AND/OR/NAND/NOR	74	74
flip-flops	17	17
adder cells (fa/ha/maj)	3	3
multiplexers	3	3
latches	32	32
XOR/XNOR	40	40
[through the flow]
step,area (um2),hold slack [ns],utilization (%)
after floorplan,1920,0.517,-
after global placement,2120,0.566,35.0
after detailed placement,2120,0.549,35.0
after CTS,2170,0.550,35.8
after global routing,2180,0.552,35.9
final,2180,0.552,35.9
[worst max-delay path: cells and delay by family]
family / cells / cell delay [ns]
buffers and inverters: 2 / 0.40
AOI/OAI and AO/OA: 1 / 0.09
xor gates and xnor gates: 3 / 0.47
[timing repair]
item,in CTS,in global routing
setup endpoints to repair,1,1
endpoints found under the hold margin,0,0
setup buffers,0,0
pin swaps,7,4
resized,9,2
[where the power goes]
part / leakage [nW] / switching [mW] / internal (mW)
combinational: 0.356 / 0.0274 / 0.0425
clock: 0.0255 / 0.0916 / 0.120
sequential: 0.391 / 0.0133 / 0.359
[worst paths after layout]
check	from	to	slack, ns	cells past startpoint
worst max-delay path	DATA_IN[0]	TX_DATA	0.41	6
worst min-delay path	DATA_IN[4]	PISO.temp_data[4]	0.55	1
worst max register to register	FSM.state[4]	PISO.i[0]	0.82	2
worst min register to register	FSM.state[2]	FSM.state[2]	0.57	2
Power and IR drop assume default switching activity.
